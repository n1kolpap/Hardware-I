[/design/flow/design.v]
module regfile
  #(parameter DATAWIDTH = 32)
  (output reg [DATAWIDTH-1:0] readData1,
   output reg [DATAWIDTH-1:0] readData2,
   input clk,
   input [4:0] readReg1,
   input [4:0] readReg2,
   input [4:0] writeReg,
   input [DATAWIDTH-1:0] writeData,
   input write);
  reg [DATAWIDTH-1:0] registers [31:0];
  integer i;
  initial begin
    for(i=0; i<32; i=i+1)
      begin
        registers[i] = 0;
      end
  end
  always @(posedge clk)
    begin
      readData1 <= registers[readReg1];
      readData2 <= registers[readReg2];
      if (write)
        begin
          registers[writeReg] <= writeData;
          if (writeReg == readReg1)
            readData1 <= writeData;  
          if (writeReg == readReg2)
            readData2 <= writeData;
        end
    end
endmodule
[/design/flow/run.sh]
#!/bin/bash
# OpenROAD 26Q1-2900-gdf79404cd8, Yosys 0.63+post, stock flow scripts
make -C /OpenROAD-flow-scripts/flow DESIGN_CONFIG=/design/flow/config.mk WORK_HOME=/design/flow/orfs finish
[/design/flow/config.mk]
export PLATFORM = sky130hd
export DESIGN_NAME = regfile
export DESIGN_NICKNAME = regfile
export VERILOG_FILES = /design/flow/design.v
export SDC_FILE = /design/flow/constraint.sdc
export NUM_CORES = 4
export LEC_CHECK = 1
export CORE_UTILIZATION = 50
[/design/flow/constraint.sdc]
current_design regfile

set clk_period 14.6
set clk_io_pct 0.2

create_clock -name clk0 -period $clk_period [get_ports {clk}]

set non_clock_inputs [all_inputs -no_clocks]
set_input_delay [expr $clk_period * $clk_io_pct] -clock clk0 $non_clock_inputs
set_output_delay [expr $clk_period * $clk_io_pct] -clock clk0 [all_outputs]
==> flow_metrics.env <==
# yosys + openroad results
export IMPL_min_period_ns=5.87
export IMPL_critPathKind="in -> reg"
export IMPL_postCtsSetupRepairBufs=0
export IMPL_num_rows=115
export IMPL_max_freq_mhz=170
export IMPL_ys_top_cells_by_count="edfxtp_1, mux4_2, nand2_1"
export IMPL_clk_latency_ns=0.71
export IMPL_skew_ns=0.0156
export IMPL_power_frac_seq_pct=49.4
export IMPL_top_cell_area_share_pct=61.9
export IMPL_syn2layout_area_growth_pct=13.4
export IMPL_ys_warn_count=1
export IMPL_syn_area_per_cell_um2=18.6
export IMPL_p_int_mw=5.48
export IMPL_cts_max_level=3
export IMPL_p_leak_nw=17.5
export IMPL_hold_path_class="reg -> reg"
export IMPL_p_sw_mw=1.62
export IMPL_chipArea_mm2=0.101
export IMPL_yosysUniqueCellTypes=38
export IMPL_routed_via_density=6.95
export IMPL_drc=0
export IMPL_swShare_pct=22.8
export IMPL_setup_violations=0
export IMPL_worst_slew_pin_transition_ns=0.947
export IMPL_cp_start_kind="primary input"
export IMPL_reg2reg_setup_slack_ns=12.75
export IMPL_warnings=26
export IMPL_avgRoutedWirePerCell_um=37.3
export IMPL_finalHoldViolations=0
export IMPL_wirelength_um=156000
export IMPL_drt_iter0_drc=2073
export IMPL_netlist_area_mm2=0.0497
export IMPL_grt_first_pass_wirelength_um=223000
export IMPL_crit_path_max_fanout=21
export IMPL_required_ns=14.92
export IMPL_crit_arrival_ns=6.19
export IMPL_clk_pin_slew_worst_paths_ns=0.06
export IMPL_io_buffer_count=112
export IMPL_tns_ns=0
export IMPL_edf_count=1024
export IMPL_ys_cells=2670
export IMPL_finalCritPeriodShare_pct=40.2
export IMPL_layout_area_comb_mm2=0.0167
export IMPL_combPwrFrac_pct=8.7
export IMPL_report_final_slew_viol_count=0
export IMPL_drive_gt1_share_pct=32.6
export IMPL_place_ws_ns=8.19
export IMPL_synthFlopType="edfxtp_1"
export IMPL_yosys_stat_area_mm2=0.0497
export IMPL_max_slew_margin_pct=36.7
export IMPL_dieHeight_um=317
export IMPL_synthArstFlopShare_pct=0
export IMPL_dr_total_vias=29000
export IMPL_powerDensity_mw_per_mm2=126
export IMPL_endpoint_kind="flip-flop"
export IMPL_cts_buffers=113
export IMPL_post_cts_resized=0
export IMPL_first_pass_iters=5
export IMPL_syn_inst=2670
export IMPL_ff_latch_area_mm2=0.0320
export IMPL_antenna_found_initial=2
export IMPL_root_buffer="clkbuf_16"
export IMPL_synth_flops=1088
export IMPL_fp_util_pct=50.5
export IMPL_synth_area_leader_cell="edfxtp_1"
export IMPL_ant_nets=0
export IMPL_finalWeightedCongestion=0.853
export IMPL_io_pins=113
export IMPL_die_w_um=317
export IMPL_grt_max_degree=67
export IMPL_cts_tree="done"
export IMPL_final_cells=4177
export IMPL_first_global_vias=32700
export IMPL_grt_overflow_total=0
export IMPL_dp_cells=3959
export IMPL_layout_setup_ws_ns=8.73
export IMPL_cts_num_sinks=1088
export IMPL_rsz0062_at_grt="false"
export IMPL_yosys_stat_seqShare_pct=64.5
export IMPL_peakVddDrop_mv=0.129
export IMPL_post_synth_top_count_cell="edfxtp_1"
export IMPL_nFillCells=7194
export IMPL_outcome="finished clean"
export IMPL_topCellsByArea="edfxtp_1, mux4_2, mux2_2, dfxtp_1, o2111a_1"
export IMPL_grtUsageTotal_pct=35.8
export IMPL_core_area_mm2=0.0984
export IMPL_whs_ns=0.886
export IMPL_p_clk_share_pct=42.0
export IMPL_ctsLongestPathBuffers=3
export IMPL_dp_hpwl_um=86200
export IMPL_cap_violations=0
export IMPL_ctsHoldBuffers=0
-- metal layers --
| layer | wire length, um | part of all wire [%] | track usage, % |
|---|---|---|---|
| met1 | 46600 | 30 | 44.0 |
| met2 | 71800 | 46 | 49.5 |
| met3 | 30500 | 20 | 29.6 |
| met4 | 6430 | 4.1 | 11.0 |
| met5 | 517 | 0.33 | 4.07 |
-- power by group through the flow --
stage         Combinational (mW)  Sequential [mW]  Clock [mW]
CTS                        0.611             3.50        3.01
global route               0.653             3.51        3.13
finish                     0.615             3.50        2.98
-- logic make-up (layout without fill, tap and decap cells) --
group	count (synthesis)	count (layout)	synth area share [%]
DFF	1088	1088	64.5
other	0	2	0
AOI/OAI and AO/OA	386	386	6.14
muxes	574	574	23.2
buffers and inverters	237	455	2.47
xor gates and xnor gates	10	10	0.176
and+or+nand+nor	375	375	3.54
-- placed cells by master (no fill, tap or decap), drive strengths merged, types with 8 or more instances in the layout --
master         count
edfxtp          1024
mux4             450
clkbuf           141
buf              134
nand2            125
mux2             124
clkdlybuf4s50    102
nor2              97
a22oi             70
nand3             66
a21oi             64
dfxtp             64
o211ai            62
o2111a            62
a221oi            62
and3              62
o31ai             62
clkinv            48
bufinv            15
inv                9
xor2               8
-- path summary, 6_finish.rpt --
path / from / to / cells after the start
worst min-delay path: registers[4][9] / readData2[9] / 4
worst max register to register: registers[9][20] / readData2[20] / 4
worst max-delay path: writeReg[0] / registers[27][26] / 4
worst min register to register: registers[4][9] / readData2[9] / 4
-- per-stage QoR --
stage | power, mW | cell area, um2 | utilization [%]
2_1_floorplan | 3.89 | 49700 | -
3_3_place_gp | 4.17 | 52500 | 53.3
3_5_place_dp | 4.18 | 52500 | 53.3
4_1_cts | 7.13 | 56300 | 57.2
5_1_grt | 7.29 | 56300 | 57.2
6_report | 7.10 | 56300 | 57.2
-- worst max-delay path, cell delays in order --
cell	delay, ns
clkdlybuf4s50_1	0.93
nand3_1	0.78
nor2_4	0.85
buf_4	0.67
-- layout make-up --
cell class              count  share of cell area, %
flip-flops and latches   1088                   56.9
inverters                   3                 0.0200
multi-input cells        1345                   29.7
diodes                      2                0.00889
well taps                1287                   2.86
clock buffers             141                   5.42
repair buffers            236                   3.69
clock inverters            75                   1.41
-- flip-flops by register name, summed over array words and instances (netlist names) --
register,count
registers,1024
readData2,32
readData1,32
Power figures rest on the tool's default switching activity, not on a simulated workload.
